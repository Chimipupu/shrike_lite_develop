**run.sh**
```bash
#!/bin/bash
# OpenROAD 26Q1-2900-gdf79404cd8, Yosys 0.63+post, stock flow scripts
make -C /OpenROAD-flow-scripts/flow DESIGN_CONFIG=/design/flow/config.mk WORK_HOME=/design/flow/orfs finish
```
**config.mk**
```make
export PLATFORM = sky130hd
export DESIGN_NAME = spi_reg
export DESIGN_NICKNAME = spi_reg
export VERILOG_FILES = /design/flow/design.v
export SDC_FILE = /design/flow/constraint.sdc
export NUM_CORES = 4
export LEC_CHECK = 1
export CORE_UTILIZATION = 30
```
**constraint.sdc**
```tcl
current_design spi_reg

set clk_period 4.2
set clk_io_pct 0.2

create_clock -name clk0 -period $clk_period [get_ports {i_clk}]

set non_clock_inputs [all_inputs -no_clocks]
set_input_delay [expr $clk_period * $clk_io_pct] -clock clk0 $non_clock_inputs
set_output_delay [expr $clk_period * $clk_io_pct] -clock clk0 [all_outputs]
```
**design.v**
```verilog
module spi_reg(
    input  wire i_clk,
    input  wire i_rst_n,
    input  wire i_spi_s_sck,
    input  wire i_spi_s_cs_n,
    input  wire i_spi_s_mosi,
    output wire o_spi_s_miso_oe,
    output wire o_spi_s_miso,
    output reg o_led,
    output o_led_en
);
    wire       w_rx_done;
    wire [7:0] w_rx_data;
    reg  [7:0] r_tx_data;
    assign o_led_en = 1'b1;
    spi_slave u_spi_slave (
        .i_clk           (i_clk),
        .i_rst_n         (i_rst_n),
        .i_spi_s_sck     (i_spi_s_sck),
        .i_spi_s_cs_n    (i_spi_s_cs_n),
        .i_spi_s_mosi    (i_spi_s_mosi),
        .o_spi_s_miso_oe (o_spi_s_miso_oe),
        .o_spi_s_miso    (o_spi_s_miso),
        .o_rx_done       (w_rx_done),
        .o_rx_data       (w_rx_data),
        .i_tx_data       (r_tx_data)
    );
    function [9:0] get_cmd_info(input [7:0] cmd);
        begin
            case (cmd)
                8'hAA:get_cmd_info = {1'b1,  1'b1, 8'h55};  
                8'h55:get_cmd_info = {1'b1,  1'b0, 8'hAA};  
                8'hF8:get_cmd_info = {1'b1,  1'b0, 8'h8F};  
                default: get_cmd_info = {1'b0, 1'b0, 8'h00};
            endcase
        end
    endfunction
    wire [9:0]  w_cmd_lut_tbl;  
    assign w_cmd_lut_tbl = get_cmd_info(w_rx_data);  
    wire       w_cmd_valid = w_cmd_lut_tbl[9];    
    wire       w_cmd_led   = w_cmd_lut_tbl[8];    
    wire [7:0] w_cmd_tx    = w_cmd_lut_tbl[7:0];  
    always @(posedge i_clk or negedge i_rst_n) begin
        if(!i_rst_n) begin
            o_led     <= 1'b0;
            r_tx_data <= 8'd0;
        end else if(w_rx_done) begin
            if (w_cmd_valid) begin
                o_led     <= w_cmd_led;
                r_tx_data <= w_cmd_tx;
            end else begin
                r_tx_data <= w_rx_data;
            end
        end
    end
endmodule
module spi_slave(
    input i_clk,               
    input i_rst_n,             
    input i_spi_s_sck,         
    input i_spi_s_cs_n,        
    input i_spi_s_mosi,        
    output o_spi_s_miso_oe,    
    output reg o_spi_s_miso,   
    output reg        o_rx_done,       
    output reg  [7:0] o_rx_data,       
    input  wire [7:0] i_tx_data        
    );
    reg [1:0] r_sck_sync;   
    reg [1:0] r_cs_sync;    
    reg [1:0] r_mosi_sync;  
    reg [1:0] r_miso_sync;  
    always @(posedge i_clk or negedge i_rst_n) begin
        if (!i_rst_n) begin
            r_sck_sync  <= 2'b11;  
            r_cs_sync   <= 2'b11;  
            r_mosi_sync <= 2'b00;  
            r_miso_sync <= 2'b00;  
        end else begin
            r_sck_sync  <= {r_sck_sync[0],  i_spi_s_sck};   
            r_cs_sync   <= {r_cs_sync[0],   i_spi_s_cs_n};  
            r_mosi_sync <= {r_mosi_sync[0], i_spi_s_mosi};  
            r_miso_sync <= {r_miso_sync[0], o_spi_s_miso};  
        end
    end
    wire w_sck_sync  = r_sck_sync[1];   
    wire w_cs_sync   = r_cs_sync[1];    
    wire w_mosi_sync = r_mosi_sync[1];  
    wire w_miso_sync = r_miso_sync[1];  
    wire w_sck_posedge = (r_sck_sync[1:0] == 2'b01);  
    wire w_sck_negedge = (r_sck_sync[1:0] == 2'b10);  
    assign o_spi_s_miso_oe = ~w_cs_sync;
    reg [2:0] r_rx_bit_cnt;
    reg [7:0] r_rx_shift;
    always @(posedge i_clk or negedge i_rst_n) begin
        if (!i_rst_n) begin
            r_rx_shift   <= 8'd0;
            r_rx_bit_cnt <= 3'd0;
            o_rx_done    <= 1'b0;
            o_rx_data    <= 8'd0;
        end else begin
            o_rx_done <= 1'b0;
            if (w_cs_sync == 1'b0) begin
                if (w_sck_posedge) begin
                    r_rx_shift <= {r_rx_shift[6:0], w_mosi_sync};
                    r_rx_bit_cnt <= r_rx_bit_cnt + 1'b1;
                    if (r_rx_bit_cnt == 3'd7) begin
                        o_rx_done <= 1'b1;
                        o_rx_data <= {r_rx_shift[6:0], w_mosi_sync};
                    end
                end
            end else begin
                r_rx_bit_cnt <= 3'd0;
            end
        end
    end
    reg [2:0] r_tx_bit_cnt;
    reg [7:0] r_tx_shift;    
    always @(posedge i_clk or negedge i_rst_n) begin
        if (!i_rst_n) begin
            r_tx_bit_cnt <= 3'd0;
            r_tx_shift   <= 8'd0;
            o_spi_s_miso <= 1'b0;
        end else begin
            if (w_cs_sync == 1'b0) begin
                if (r_tx_bit_cnt == 3'd0 && !w_sck_negedge) begin
                    o_spi_s_miso <= r_tx_shift[7];  
                end
                if (w_sck_negedge) begin
                    o_spi_s_miso <= r_tx_shift[6];            
                    r_tx_shift   <= {r_tx_shift[6:0], 1'b0};  
                    r_tx_bit_cnt <= r_tx_bit_cnt + 1'b1;      
                end
            end else begin
                r_tx_shift <= i_tx_data;  
                r_tx_bit_cnt <= 3'd0;     
                o_spi_s_miso <= 1'b0;     
            end
        end
    end
endmodule
```
==> summary.txt <==
Implementation results are summarized by area below.

Status
The flow ran to the end, and the final reports show no timing, DRC or antenna violations.

STA
After layout, the minimum clock period comes to 2.41 ns. At the pin with the least slew margin, the transition time is 0.674 ns. The share of the cycle needed by the critical path after routing is 0.574. The setup violation total in the final timing report is 0.

The highest clock frequency the design can meet is 415 MHz. Setup repair after global routing left no endpoint under its margin. Counting pins that exceed their max-slew limit in the final report gives 0.

The final timing report lists a hold violation count of 0. The worst hold slack across all endpoints is 0.354 ns. The total negative slack for setup checks is 0 ns. The headroom to the max-slew limit is 0.550. Across all setup checks in the final design, the least slack found is 1.79 ns.

Across the routed clock network, the largest skew measured is 0.0100 ns.

Logic synthesis
For this design, Yosys synthesis ends with a cell count of 162. A synthesized cell averages 12.7 µm². The post-synth count of flops with an enable pin is 0. The netlist uses 42 different library cells. The synthesized netlist occupies a cell area of 0.00206 mm². The share of the Yosys chip area taken by registers is 0.562. Yosys reported that registers with async set or reset make up 1.00. The top flip-flop cell by instance count after synthesis is sky130_fd_sc_hd__dfrtp_1. The synthesized netlist has a Yosys-reported chip area of 0.00206 mm². The cell count after synthesis is 162.

For this run, the number of Yosys warnings is 2. The number of synthesized register bits is 46.

Route
The via count normalized by instance count is 4.78. The number of nets with antenna violations after routing is 0. The script parses the final routing iteration and logs DRC violations as 0. In the final routed layout, each cell accounts on average for 12.1 µm. The number of iterations in the first detailed-routing pass is 6. The total number of vias is 1181.

The wire length recorded after detailed routing is 2980 µm. The final antenna diode count is 0. The number of violations reported at the end of detailed-routing iteration 0 is 51.

Worst hold path
The sink of the worst hold path is u_spi_slave.r_mosi_sync[1]$_DFF_PN0_. The cell depth of the worst hold path is 0. The start point of the worst hold path is u_spi_slave.r_mosi_sync[0]$_DFF_PN0_. The classification of the worst-slack hold path is flip-flop to flip-flop.

Pwr
The ratio of total power to cell area is 407 mW/mm². The script extracted a total leakage power of 1.01 nW. Internal power comes to 0.748 mW.

The share of total power dissipated in the clock network is 0.409. The fraction of power spent switching nets is 0.203. IR analysis of the VDD net gives a maximum drop of 0.297 mV. The script extracted a net switching power of 0.191 mW. The sequential fraction of design power is 0.533.

The power report attributes to the combinational group a share of 0.059. Overall power consumption after layout is estimated at 0.939 mW.

Place
The worst slack at placement is 2.10 ns. Once placement finished, the instance area stood at 0.00217 mm². The placement summary gives the final routability congestion estimate as 0.812. The post-placement cell count is 239.

The wire-length estimate of the detail-placed layout is 2050 µm. The count of buffers added on input and output ports is 7.

CTS
The maximum clock path buffer count is 2. The clock root buffer is sky130_fd_sc_hd__clkbuf_8. TritonCTS built the clock tree. After clock tree synthesis, the setup repair step added 0 buffers. The cts-stage hold buffer count is 0.

The number of cells upsized or downsized after cts is 0. The clock latency at the later pin of the worst-skew pair is 0.30 ns. The count of clock tree sinks is 46. The number of clock buffers inserted by TritonCTS is 5. The clock-pin slew on the worst setup and hold paths is 0.09 ns. CTS built an H-tree with a depth of 2.

Final layout
The final core area utilization is 0.355. Once layout is done, the placed cells without fillers occupy 0.00230 mm². The final layout report lists a filler cell count of 609. Per the final layout report, the fraction of cells sized above drive strength 1 comes to 0.194.

After the flow finishes, the layout carries non-filler instances totaling 247. Compared with the post-synthesis result, the final layout area differs by 12.0%.

Global routing
The total congestion overflow after global routing is 0. The via count of the first global-routing pass is 1112. The initial antenna violation count was 0.

The wire length of the first global-routing pass is 5330 µm. The all-layer global routing usage is 0.0938. Entering global routing, the biggest net connects 47 pins.

Worst setup path
For the worst setup path, the data required time is 3.36 ns. The critical path is of the flip-flop to primary output type. The maximum fanout along the worst path is 25. Among all stages on the critical path, the largest delay is contributed by sky130_fd_sc_hd__dfstp_2. STA classifies the critical path endpoint as a primary output.

In this run the register-to-register setup slack is 2.41 ns. The startpoint kind of the worst setup timing path is a flip-flop. The report lists the cells along the critical path as inv_1, clkdlybuf4s50_1. Counting cells, the worst reg-to-reg path comes to 3. At the worst endpoint, the arrival time is 1.57 ns. The worst flop-to-flop path endpoint is u_spi_slave.o_rx_data[5]$_DFFE_PN0P_. Per the post-run analysis, buffers plus inverters along the critical path come to 2.

In this design, the stage delay of the slowest critical-path cell is 0.80 ns. The beginning of the worst register-to-register path is u_spi_slave.r_sck_sync[0]$_DFF_PN1_. Grouping stages by cell kind, the critical path spends the most delay in flip-flops.

Die
At the floorplan stage, the core utilization is reported as 0.317. Pin placement for this block handled 9 I/O pins. According to the floorplan report, the die height is 84.8 µm. For reference, the placement row count at floorplan is 29. According to the floorplan report, the die width is 84.8 µm. The region available for standard cell placement spans 0.00649 mm². The chip area is 0.00719 mm².

Flow run
The count of tool warnings is 26. Per the run summary, max-cap violations total 0.
-- cells by family (layout without fill, tap and decap cells) --
family | count (synthesis) | count (layout) | share of synthesized area
xor+xnor | 2 | 2 | 0.00852
mux | 25 | 25 | 0.145
flops | 46 | 46 | 0.562
buf+inv | 16 | 24 | 0.0432
other cells | 1 | 1 | 0.00182
simple gates | 40 | 40 | 0.111
compound gates | 28 | 28 | 0.103
fa+ha+maj | 4 | 4 | 0.0243
-- Yosys cell counts (all sizes together) (2+ instances only) --
cell    number  area share
dfstp        4       0.051
o221a        2       0.011
a21oi        2      0.0049
o21ai        8       0.019
nor2         5      0.0091
a311o        2      0.0097
dfrtp       42        0.51
nand2       17       0.031
mux2i       10       0.049
mux2        15       0.097
nand2b       3      0.0091
xor2         2      0.0085
buf          4       0.021
ha           4       0.024
clkbuf       4      0.0073
nor4         2      0.0061
nor3b        2       0.013
o211ai       2      0.0073
o311ai       4       0.017
inv          8       0.015
o221ai       3       0.013
nand3b       2      0.0073
and2         2      0.0073
-- cell type report --
| cell class | count | area, µm² | share of cell area |
|---|---|---|---|
| Sequential cell | 46 | 1160 | 0.502 |
| Multi-Input combinational cell | 100 | 812 | 0.352 |
| Clock inverter | 3 | 68.8 | 0.0299 |
| Tap cell | 77 | 96.3 | 0.0418 |
| Clock buffer | 5 | 68.8 | 0.0299 |
| Timing Repair Buffer | 8 | 72.6 | 0.0315 |
| Inverter | 8 | 30.0 | 0.0130 |
-- power groups by stage --
stage | Combinational [mW] | Sequential, mW | Clock, mW
4_1_cts | 0.0568 | 0.501 | 0.397
6_report | 0.0551 | 0.500 | 0.384
5_1_grt | 0.0616 | 0.506 | 0.415
-- state kept, by name (all words and copies together) (netlist names) --
signal                    flops
u_spi_slave.o_spi_s_miso      1
r_tx_data                     8
u_spi_slave.o_rx_done         1
u_spi_slave.r_cs_sync         2
u_spi_slave.r_mosi_sync       2
u_spi_slave.r_rx_shift        7
u_spi_slave.o_rx_data         8
u_spi_slave.r_rx_bit_cnt      3
u_spi_slave.r_tx_bit_cnt      3
u_spi_slave.r_tx_shift        8
o_led                         1
u_spi_slave.r_sck_sync        2
-- cell usage in the layout (no fill, tap or decap), types with 2 or more instances in the layout --
cell                              instances
sky130_fd_sc_hd__mux2_2                   7
sky130_fd_sc_hd__bufinv_16                2
sky130_fd_sc_hd__ha_1                     4
sky130_fd_sc_hd__inv_1                    8
sky130_fd_sc_hd__dfstp_2                  4
sky130_fd_sc_hd__mux2i_1                 10
sky130_fd_sc_hd__o211ai_1                 2
sky130_fd_sc_hd__dfrtp_1                 42
sky130_fd_sc_hd__o221ai_1                 3
sky130_fd_sc_hd__xor2_1                   2
sky130_fd_sc_hd__o311ai_0                 4
sky130_fd_sc_hd__mux2_4                   8
sky130_fd_sc_hd__o21ai_0                  8
sky130_fd_sc_hd__nand2b_1                 3
sky130_fd_sc_hd__nand3b_1                 2
sky130_fd_sc_hd__nor2_1                   5
sky130_fd_sc_hd__clkdlybuf4s50_1          6
sky130_fd_sc_hd__o221a_2                  2
sky130_fd_sc_hd__a21oi_1                  2
sky130_fd_sc_hd__clkbuf_8                 5
sky130_fd_sc_hd__nand2_1                 17
sky130_fd_sc_hd__a311o_1                  2
sky130_fd_sc_hd__nor4_1                   2
-- how the worst max path moves through the flow --
stage | start | end | slack (ns) | depth (start not counted)
finish | u_spi_slave.r_cs_sync[1]$_DFF_PN1_ | o_spi_s_miso_oe | 1.79 | 2
global route | u_spi_slave.r_cs_sync[1]$_DFF_PN1_ | o_spi_s_miso_oe | 1.68 | 2
CTS | u_spi_slave.r_cs_sync[1]$_DFF_PN1_ | o_spi_s_miso_oe | 1.76 | 2
-- layer usage --
layer | vias up | global-route usage | share of wire
met4 | 0 | 0.0139 | 0.012
met1 | 567 | 0.152 | 0.52
met2 | 13 | 0.134 | 0.44
li1 | 597 | - | -
met3 | 4 | 0.0259 | 0.033
met5 | - | 0 | 0
No activity file was given, so power comes from the tool's default toggle rates.
